==> design.v <==
module spi_ram(din,rx_valid,tx_valid,dout,clk,rst_n);
input [9:0] din;
input rx_valid;
input clk,rst_n;
output reg tx_valid;
output reg[7:0] dout;
reg [7:0] WRITE_ADD,READ_ADD;
reg[7:0] mem[255:0];
integer i;
always@(posedge clk or negedge rst_n) begin
if(rst_n==0) begin
dout<=0;
end
else if(rx_valid==1) begin
 if(din[9:8]==2'b00) 
 WRITE_ADD<=din[7:0];
 else if(din[9:8]==2'b01)
      mem[WRITE_ADD]<=din[7:0];
 else if(din[9:8]==2'b10)
      READ_ADD<=din[7:0];
 else if(din[9:8]==2'b11) begin
      dout<=mem[READ_ADD];
      tx_valid<=1;
 end
end
end
endmodule
==> run.sh <==
#!/bin/bash
# OpenROAD 26Q1-2900-gdf79404cd8, Yosys 0.63+post, stock flow scripts
make -C /OpenROAD-flow-scripts/flow DESIGN_CONFIG=/design/flow/config.mk WORK_HOME=/design/flow/orfs finish
==> config.mk <==
export PLATFORM = sky130hd
export DESIGN_NAME = spi_ram
export DESIGN_NICKNAME = spi_ram
export VERILOG_FILES = /design/flow/design.v
export SDC_FILE = /design/flow/constraint.sdc
export NUM_CORES = 4
export LEC_CHECK = 1
export CORE_UTILIZATION = 40
==> constraint.sdc <==
current_design spi_ram

set clk_period 6.9
set clk_io_pct 0.2

create_clock -name clk0 -period $clk_period [get_ports {clk}]

set non_clock_inputs [all_inputs -no_clocks]
set_input_delay [expr $clk_period * $clk_io_pct] -clock clk0 $non_clock_inputs
set_output_delay [expr $clk_period * $clk_io_pct] -clock clk0 [all_outputs]
==> results_slide.txt <==
Implementation Results

Status
  – Status: finished with violations
  – Failing checks: max-capacitance violations, max-slew violations

Timing
  – Final Max Tran Viols: 16
  – F_max: 0.1609 GHz
  – Slew @ Worst Pin: roughly 1600 ps
  – Worst slew margin: -7.263%
  – Crit path time final: 6217 ps
  – Clock skew: 43.53 ps
  – Final-report setup violation count: 0
  – Fin. Hold Viols: 0
  – Post-route setup TNS: 0 ps
  – RSZ-0062 raised after global routing: false
  – Final worst-path cycle share: about nine tenths

Place
  – HPWL after DPL: 390,500 um
  – PortBufs: 20
  – Total placed cells including tap cells: 7,748
  – Gpl congestion: around 1.2
  – Post-DP Area: 0.08663 mm2

Hold path
  – Worst min-delay path class: flop to flop

Global route
  – Overflow after GRT: 0
  – Initial antenna violation count: between 100 and 150
  – Largest net degree at the start of global routing: ~80
  – Number of global-route vias before repair: around 61,000
  – GRT Overall Usage: 61.88%
  – First-pass GRT wire length: 693,300 um

Setup path
  – Cell mode on critical path: buf_4
  – Critical path class: flop to flop
  – Max FO, Critical Path: 27
  – CP Capture Type: flop
  – Flop2flop setup slack: 680 ps
  – CP Launch Type: flop
  – Crit path required time: 7690 ps
  – Slowest CP cell: nor4b_1
  – Worst path cell trace: buf_4, nand4bb_2, buf_4, nor2_2, buf_4, a22oi_1, nand4_1, nor4_1, o2111ai_1, nor4b_1, buf_4, o22ai_1
  – CP arrival: 7010 ps
  – Worst path max stage delay: between 1000 and 1500 ps

Synth
  – Synth Cell Area: 0.07907 mm2
  – Ys flop type: edfxtp_1
  – Synth area leaders: edfxtp_1 (78%), a22oi_1 (4.2%), nand3_1 (2.3%)
  – Post-synthesis async set-or-reset flop share: less than 1%
  – Most frequent cell after synthesis: edfxtp_1
  – Seq share, synth: 78.64%
  – Distinct cell type count after synthesis: roughly 67
  – Post-synth top area cell: edfxtp_1
  – Synth Warn #: 2
  – Post-Syn Instances: ~4,800
  – Number of synthesized flops with an enable pin: roughly 2,100
  – Yosys Instances: a little under 5,000
  – Post-synth area from yosys stat: 0.07907 mm2
  – Post-Syn Area per Cell: 16.37 um2
  – Registers, synthesis: 2,072
  – Commonest cells in the netlist: edfxtp_1 (2,064), a22oi_1 (441), nor2_1 (385), nand3_1 (361), o22ai_1 (177)
  – Area leader share: 78.38%

Pwr
  – Combinational share of power: between 2 and 3%
  – Sequential share of power: 52.4%
  – Net Sw Power: between 5 and 6 mW
  – Internal power: 20.62 mW
  – Clock network power share: 44.7%
  – Cell Pwr Density: 282.1 mW/mm2
  – Max VDD drop: 0.0002617 V
  – Net Sw Frac: around 22%
  – P_leak: about 29 nW

Detailed routing
  – Wl on met1: 151,800 um
  – Drt via density: 7.553
  – DR iter-0 viols: 8,218
  – Routed wl met2: about 210,000 um
  – Final ANT Viol Nets: 0
  – WL met3: 127,200 um
  – Via count: 62,410
  – Routed wire length: approximately 560,000 um
  – Highest metal used: met5
  – DR pass1 iterations: 9
  – Mean routed wirelength per cell: just under 70 um
  – Post-route DRC: 0

Floorplanning
  – CORE AREA: 0.1956 mm2
  – Ports: 22
  – FP Rows: 162
  – Core utilization before placement: 40.43%
  – Chip area: between 0.15 and 0.2 mm2
  – Die H: around 450 um
  – Die Width: 446.6 um

Clock tree
  – Clk sink count: roughly 2,100
  – CTS tree: built
  – Post-CTS Setup Inserts: 0
  – Hold-fix buffers, CTS: 0
  – Root cell of the clock tree: clkbuf_16
  – Max Root-Sink Buffers: 3
  – Clock-pin slew on the worst setup and hold paths: 60 ps
  – Clock buffer count from CTS: 217
  – Resized cells post-CTS: 0
  – Clock latency on the worst-skew pair: between 900 and 1000 ps
  – H-tree Lvls: 4

Layout
  – Area Overhead vs Synth: 18.73%
  – Final core occ: between 40 and 50%
  – Design area: about 0.094 mm2
  – Share of post-route cells with drive strength above 1: between 10% and 20%
  – Cell Count, Final, Fillers Out: 8,263

Job
  – MaxCap Viol Count: 5
  – Log Warnings: 30
cell families after synthesis:
kind of cell / count (synthesis) / share of synthesized area [%]
xor+xnor: 2 / 0.02216
fa+ha+maj: 4 / 0.06330
simple gates: 1238 / 8.195
other cells: 1 / 0.004743
flops: 2072 / 78.64
buf+inv: 393 / 2.234
compound gates: 1121 / 10.84
layer usage:
| metal | track usage [%] | vias up |
|---|---|---|
| met5 | 43.32 | - |
| met4 | 49.10 | 202 |
| met3 | 60.28 | 2127 |
| met2 | 71.20 | 8025 |
| met1 | 61.25 | 30710 |
| li1 | - | 21340 |
per-stage QoR:
| step | hold slack, ps | total power, mW | worst slack, ps |
|---|---|---|---|
| 4_1_cts | 555.9 | 26.36 | 1197 |
| 3_3_place_gp | 545.3 | 14.85 | 967.9 |
| 5_1_grt | 574.0 | 26.82 | 1005 |
| 2_1_floorplan | 494.6 | 14.28 | 2965 |
| 6_report | 553.1 | 26.48 | 683.2 |
| 3_5_place_dp | 544.4 | 14.85 | 1223 |
worst max-delay path: cells and delay by family, from the launching register on:
| family | cells | cell delay (ps) |
|---|---|---|
| compound gates | 3 | 570 |
| simple gates | 5 | 3230 |
| buf+inv | 4 | 1430 |
| flops | 1 | 800 |
worst paths after layout:
check                                            from                   to  cells past startpoint
worst max register to register  READ_ADD[6]$_DFFE_PP_  dout[4]$_DFFE_PN0P_                     12
max in group asynchronous                       rst_n  dout[6]$_DFFE_PN0P_                      1
worst min register to register    dout[4]$_DFFE_PN0P_  dout[4]$_DFFE_PN0P_                      2
worst min-delay path              dout[4]$_DFFE_PN0P_  dout[4]$_DFFE_PN0P_                      2
min in group asynchronous                       rst_n  dout[3]$_DFFE_PN0P_                      1
worst max-delay path            READ_ADD[6]$_DFFE_PP_  dout[4]$_DFFE_PN0P_                     12
sequential cells by signal, indices dropped and copies added, names as in the netlist:
signal     flops
mem         2048
READ_ADD       8
dout           8
WRITE_ADD      8
final cells by class:
cell class | instances | area (um2)
diodes | 112 | 280.3
multi-input cells | 2366 | 15710
clock inverters | 126 | 1209
inverters | 13 | 48.80
clock buffers | 277 | 5762
fillers | 16440 | 101700
repair buffers | 673 | 5413
flip-flops and latches | 2072 | 62180
well taps | 2624 | 3283
cells in the final DEF (no fill, tap or decap), types with 26 or more instances in the layout:
cell type / instances
a21oi_1: 55
a221oi_1: 36
a222oi_1: 66
a22o_1: 49
a22oi_1: 441
a32oi_1: 163
and3_1: 43
buf_4: 631
clkbuf_1: 55
clkbuf_16: 222
clkinv_1: 52
clkinv_2: 41
diode_2: 112
edfxtp_1: 2064
nand2_1: 77
nand3_1: 358
nand4_1: 139
nor2_1: 356
nor2_2: 29
nor4_1: 56
o21ai_0: 26
o22ai_1: 177
or4_1: 33
power groups by stage:
| stage | Sequential, mW | Combinational [mW] | Clock, mW |
|---|---|---|---|
| after CTS | 13.9 | 0.710 | 11.8 |
| final | 13.9 | 0.764 | 11.8 |
| after global routing | 13.9 | 0.734 | 12.2 |
Power is estimated from default activity; no workload was simulated.
